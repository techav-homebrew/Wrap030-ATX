==> flow/design.v <==
module vidCtrl (
    input   wire                nReset,      
    input   wire                pixClk,      
    input   wire                nCpuCE,      
    output  reg                 nVramWr,     
    output  reg  [14:0]         vramAddr,    
    input   wire                nCpuDS,      
    output  reg                 nCpuDSACK,   
    output  reg                 nVramRd,     
    inout   wire [7:0]          vramData,    
    output  reg                 nVramCE0,    
    output  reg                 nVramCE1,    
    input   wire                cpuRnW,      
    output  reg  [3:0]          vidOut,      
    output  reg                 vidV,        
    output  reg                 vidH,        
    inout   wire [7:0]          cpuData,     
    input   wire [15:0]         cpuAddr      
);
parameter H_TOTAL   =   800;
parameter H_VIS     =   512;
parameter H_BLACK0  =    64;
parameter H_FRONT   =    16;
parameter H_SYNC    =    96;
parameter H_BACK    =    46;
parameter H_BLACK1  =    64;
parameter V_TOTAL   =   525;
parameter V_VIS     =   480;
parameter V_FRONT   =    10;
parameter V_SYNC    =     2;
parameter V_BACK    =    33;
reg [9:0] hCount;
reg [9:0] vCount;
always @(negedge pixClk or negedge nReset) begin
    if(!nReset) begin
        hCount <= 0;
        vCount <= 0;
    end else begin
        if(hCount == H_TOTAL-1) begin
            hCount <= 0;
            if(vCount == V_TOTAL-1) begin
                vCount <= 0;
            end else begin
                vCount <= vCount + 10'h1;
            end
        end else begin
            hCount <= hCount + 10'h1;
        end
    end
end
always @(posedge pixClk or negedge nReset) begin
    if(!nReset) begin
        vidH <= 1;
    end else begin
        if(hCount >= (H_VIS+H_BLACK0+H_FRONT+2) 
            && hCount < (H_VIS+H_BLACK0+H_FRONT+H_SYNC+2)) begin
                vidH <= 0;
        end else begin
            vidH <= 1;
        end
    end
end
always @(posedge pixClk or negedge nReset) begin
    if(!nReset) begin
        vidV <= 1;
    end else begin
        if(vCount >= (V_VIS+V_FRONT) && vCount < (V_VIS+V_FRONT+V_SYNC)) begin
            vidV <= 0;
        end else begin
            vidV <= 1;
        end
    end
end
wire vidActive, cpuTime;
assign vidActive = (hCount < H_VIS) & (vCount < V_VIS);
assign cpuTime = ((vidActive && hCount[1]) || !vidActive);
always @(posedge pixClk) begin
    if(vidActive && hCount[1:0] == 0) begin
        vramAddr[14:7] = vCount[8:1];
        vramAddr[6:0] = hCount[8:2];
    end else if(cpuTime && cpuRequest) begin
        vramAddr = cpuAddr[14:0];
    end else begin
        vramAddr = vramAddr;
    end
end
always @(posedge pixClk) begin
    if(cpuTime && cpuState == cWR1) begin
        vramData <= cpuDataReg;
    end else begin
        vramData <= 8'bZZZZZZZZ;
    end
end
always @(posedge pixClk, negedge nReset) begin
    if(!nReset) begin
        nVramCE0 <= 1;
        nVramCE1 <= 1;
    end else begin
        if(vidActive && hCount[1:0] == 0) begin
            nVramCE0 <= vidBufSel;
            nVramCE1 <= ~vidBufSel;
        end else if(cpuTime && cpuRequest) begin
            nVramCE0 <= cpuAddr[15];
            nVramCE1 <= ~cpuAddr[15];
        end else begin
            nVramCE0 <= 1;
            nVramCE1 <= 1;
        end
    end
end
always @(posedge pixClk, negedge nReset) begin
    if(!nReset) begin
        nVramRd <= 1;
    end else begin
        if(vidActive && hCount[1:0] == 0) begin
            nVramRd <= 0;
        end else if(cpuTime && cpuState == cRD0) begin
            nVramRd <= 0;
        end else begin
            nVramRd <= 1;
        end
    end
end
always @(posedge pixClk, negedge nReset) begin
    if(!nReset) begin
        nVramWr <= 1;
    end else begin
        if(cpuTime && cpuState == cWR1) begin
            nVramWr <= 0;
        end else begin
            nVramWr <= 1;
        end
    end
end
reg [7:0] vidDataReg;
always @(posedge pixClk, negedge nReset) begin
    if(!nReset) begin
        vidDataReg <= 0;
    end else begin
        if(vidActive && hCount[1:0] == 1) begin
            vidDataReg <= vramData;
        end
    end
end
always @(negedge pixClk, negedge nReset) begin
    if(!nReset) begin
        vidOut <= 0;
    end else begin
        if(vidActive && (hCount[1] ^ hCount[0])) begin
            vidOut <= vidDataReg[7:4];
        end else if(vidActive && ~(hCount[1] ^ hCount[0])) begin
            vidOut <= vidDataReg[3:0];
        end else begin
            vidOut <= 0;
        end
    end
end
wire cpuRequest, cpuAck;
assign cpuRequest = (cpuState == cWR1 || cpuState == cRD0);
assign cpuAck = cpuRequest & cpuTime;
parameter
    cIDL    =   0,
    cWR0    =   1,
    cWR1    =   2,
    cRD0    =   3,
    cRD1    =   4,
    cRGW    =   5,   
    cRGR    =   6;   
reg [2:0] cpuState;
wire [2:0] cpuNextState;
always @(posedge pixClk, negedge nReset) begin
    if(!nReset) begin
        cpuState <= cIDL;
    end else begin
        cpuState <= cpuNextState;
    end
end
always_comb begin
    cpuNextState = cpuState;
    case(cpuState)
        cIDL: begin
            if(!nCpuCE & cpuRnW) begin
                if(cpuAddr == 16'hFFFF) begin
                    cpuNextState = cRGR;
                end else begin
                    cpuNextState = cRD0;
                end
            end else if(!nCpuCE & !cpuRnW) begin
                if(cpuAddr == 16'hFFFF) begin
                    cpuNextState = cRGW;
                end else begin
                    cpuNextState = cWR0;
                end
            end else begin
                cpuNextState = cpuState;
            end
        end
        cWR0: begin
            if(nCpuDS) begin
                cpuNextState = cpuState;
            end else begin
                cpuNextState = cWR1;
            end
        end
        cWR1: begin
            if(cpuAck) cpuNextState = cIDL;
            else cpuNextState = cpuState;
        end
        cRD0: begin
            if(cpuAck) cpuNextState = cRD1;
            else cpuNextState = cpuState;
        end
        cRD1: begin
            if(nCpuCE) begin
                cpuNextState = cIDL;
            end else begin
                cpuNextState = cpuState;
            end
        end
        cRGW, cRGR: begin
            if(nCpuCE) begin
                cpuNextState = cIDL;
            end else begin
                cpuNextState = cpuState;
            end
        end
        default: begin
            cpuNextState = cIDL;
        end
    endcase
end
always @(posedge pixClk, negedge nReset) begin
    if(!nReset) begin
        cpuData <= 8'bZZZZZZZZ;
    end else begin
        if(cpuNextState == cRD1) begin
            cpuData <= cpuDataReg;
        end else if(cpuNextState == cRGR) begin
            cpuData[0] <= vidBufSel;             
            cpuData[1] <= vidH;                  
            cpuData[2] <= vidV;                  
            cpuData[3] <= hCount >= H_VIS;       
            cpuData[4] <= vCount >= V_VIS;       
            cpuData[7:5] <= 0;
        end else begin
            cpuData <= 8'bZZZZZZZZ;
        end
    end
end
always @(posedge pixClk, negedge nReset) begin
    if(!nReset) begin
        nCpuDSACK <= 1;
    end else begin
        if(cpuNextState == cRD1 || cpuNextState == cWR1) begin
            nCpuDSACK <= 0;
        end else begin
            nCpuDSACK <= 1;
        end
    end
end
reg vidBufSel, vidBufSelNext;
always @(negedge pixClk, negedge nReset) begin
    if(!nReset) begin
        vidBufSelNext <= 0;
    end else begin
        if(cpuState == cRGW) begin
            vidBufSelNext <= cpuData[0];
        end
    end
end
always @(posedge pixClk, negedge nReset) begin
    if(!nReset) begin
        vidBufSel <= 0;
    end else begin
        if(vCount > V_VIS) begin
            vidBufSel <= vidBufSelNext;
        end else begin
            vidBufSel <= vidBufSel;
        end
    end
end
reg [7:0] cpuDataReg;
always @(posedge pixClk, negedge nReset) begin
    if(!nReset) begin
        cpuDataReg <= 0;
    end else begin
        if(cpuNextState == cWR1) begin
            cpuDataReg <= cpuData;
        end else if(cpuNextState == cRD1) begin
            cpuDataReg <= vramData;
        end
    end
end
endmodule
==> flow/run.sh <==
#!/bin/bash
# OpenROAD 26Q1-2900-gdf79404cd8, Yosys 0.63+post, stock flow scripts
make -C /OpenROAD-flow-scripts/flow DESIGN_CONFIG=/design/flow/config.mk WORK_HOME=/design/flow/orfs finish
==> flow/config.mk <==
export PLATFORM = sky130hd
export DESIGN_NAME = vidCtrl
export DESIGN_NICKNAME = vidCtrl
export VERILOG_FILES = /design/flow/design.v
export SDC_FILE = /design/flow/constraint.sdc
export NUM_CORES = 4
export LEC_CHECK = 1
export CORE_UTILIZATION = 50
==> flow/constraint.sdc <==
current_design vidCtrl

set clk_period 4.2
set clk_io_pct 0.2

create_clock -name clk0 -period $clk_period [get_ports {pixClk}]

set non_clock_inputs [all_inputs -no_clocks]
set_input_delay [expr $clk_period * $clk_io_pct] -clock clk0 $non_clock_inputs
set_output_delay [expr $clk_period * $clk_io_pct] -clock clk0 [all_outputs]
==> impl_metrics.tcl <==
# flow metrics
set metrics [dict create \
    avgSynthCellArea_sq_um 11.4 \
    top_area_share_pct 19.6 \
    ys_chip_area_sq_mm 0.00395 \
    cts_root_buffer "clkbuf_8" \
    numSynthFlops 87 \
    rows 32 \
    syn-instance-count 347 \
    ff_type "dfrtp_1" \
    async_flop_share_pct 73.6 \
    hpwl_um 6440 \
    cts_buffer_depth 2 \
    ios 63 \
    cts_buffers 9 \
    top_cells_by_area "dfrtp_1 (20%), dfrtn_1 (16%), edfxtp_1 (11%), dfstp_2 (5.3%), dfxtp_1 (4.1%)" \
    gp_congestion 0.867 \
    syn-cell-area_sq_mm 0.00395 \
    cts_hold_buf 0 \
    synth_cell_types 56 \
    synth-edff-count 15 \
    place_area_sq_mm 0.00465 \
    die_h_um 90.9 \
    yosys.stat.seqShare_pct 56.3 \
    status "aborted with a tool error" \
    cts_resized 0 \
    top_area_cell "dfrtp_1" \
    lastStage "clock tree synthesis" \
    ys_cells 347 \
    most_common_cell "dfrtp_1" \
    first-error "[error] [KeplerFormal.cpp:679] Workflow failed: Iso has multiple drivers: .vramData0, vramData[0]$_DFF_P_.Q0" \
    cts.sinks 87 \
    place_ws_ns 0.114 \
    yosysWarnings 32 \
    port-buffer-count 46 \
    initCoreUtil_pct 51.4 \
    postCtsSetupRepairBufs 0 \
    die_w_um 90.9 \
    yosys-top-cells-count "dfrtp_1 (31), nand2_1 (29), inv_1 (27)" \
    cts.htree.levels 3 \
]
logic make-up after synthesis:
| family | share of synthesized area (%) |
|---|---|
| flops | 56.3 |
| compound gates | 13.7 |
| mux | 6.68 |
| xor+xnor | 2.44 |
| simple gates | 13.6 |
| buf+inv | 5.07 |
| fa+ha+maj | 2.22 |
stage by stage:
step,utilization (%),instances
after detailed placement,60.5,500
after global placement,60.5,500
after floorplan,-,347
