==> /design/flow/design.v <==
module bus030selects (
    input   wire [1:0]      cpuAddr,
    input   wire [1:0]      cpuSIZ,
    input   wire            cpuRWn,
    output  wire [3:0]      byteSELn,
    output  wire [1:0]      wordSELn
);
wire UUDn, UMDn, LMDn, LLDn, UDn, LDn;
always_comb begin
    UUDn = ~(
        cpuRWn | (~cpuAddr[0] & ~cpuAddr[1])
    );
    UMDn = ~(
        cpuRWn | (~cpuSIZ[0] & ~cpuAddr[1]) | (~cpuAddr[1] & cpuAddr[0]) |
        (cpuSIZ[1] & !cpuAddr[1])
    );
    LMDn = ~(
        cpuRWn | (~cpuAddr[0] & cpuAddr[1]) |
        (~cpuAddr[1] & ~cpuSIZ[0] & ~cpuSIZ[1]) | 
        (cpuSIZ[1] & cpuSIZ[0] & ~cpuAddr[1]) |
        (~cpuSIZ[0] & ~cpuAddr[1] & cpuAddr[0])
    );
    LLDn = ~(
        cpuRWn | (cpuAddr[0] & cpuSIZ[0] & cpuSIZ[1]) | (~cpuSIZ[0] & ~cpuSIZ[1]) | 
        (cpuAddr[0] & cpuAddr[1]) | (cpuAddr[1] & cpuSIZ[1])
    );
    UDn = ~(~cpuAddr[0] | cpuRWn);
    LDn = ~(~cpuSIZ[0] | cpuSIZ[1] | cpuAddr[0] | cpuRWn);
end
assign byteSELn[0] = LLDn;
assign byteSELn[1] = LMDn;
assign byteSELn[2] = UMDn;
assign byteSELn[3] = UUDn;
assign wordSELn[0] = LDn;
assign wordSELn[1] = UDn;
endmodule
module dramCtrl (
    input   wire            sysClk,          
    input   wire            sysRESETn,       
    input   wire [29:0]     cpuAddr,         
    input   wire [1:0]      cpuSIZ,          
    input   wire            cpuRWn,          
    input   wire            cpuASn,          
    input   wire            cpuCBREQn,       
    output  wire            cpuCBACKn,       
    input   wire            ramCEn,          
    output  reg             ramACKn,         
    output  reg  [11:0]     memAddr,         
    output  reg             memWEn,          
    output  reg  [3:0]      memCASn,         
    output  reg  [3:0]      memRASn          
);
parameter
    sIDLE   =   0,   
    sROW0   =   1,   
    sCOL0   =   2,   
    sCOL1   =   3,   
    sBRST   =   4,   
    sBEND   =   5,   
    sRFH0   =   6,   
    sRFH1   =   7,   
    sRFH2   =   8,   
    sRFH3   =   9,   
    sREGW   =  10;   
reg [3:0] timingState, nextState;
always @(negedge sysClk, negedge sysRESETn) begin
    if(!sysRESETn) begin
        timingState <= sIDLE;
    end else begin
        timingState <= nextState;
    end
end
always @(*) begin
    nextState = timingState;
    case(timingState)
        sIDLE: begin
            if(refreshCall) begin
                nextState = sRFH0;
            end else if(!ramCEn) begin
                if(cpuAddr[29] & cpuAddr[28] & !cpuRWn) begin
                    nextState = sREGW;
                end else begin
                    nextState = sROW0;
                end
            end else begin
                nextState = sIDLE;
            end
        end
        sROW0: nextState = sCOL0;
        sCOL0: nextState = sCOL1;
        sCOL1: begin
            if(!cpuCBREQn) begin
                nextState = sBRST;
            end else begin
                nextState = sIDLE;
            end
        end
        sBRST: begin
            if(!cpuCBREQn) begin
                nextState = sCOL1;
            end else begin
                nextState = sBEND;
            end
        end
        sBEND: nextState = sIDLE;
        sRFH0: nextState = sRFH1;
        sRFH1: nextState = sRFH2;
        sRFH2: nextState = sRFH3;
        sRFH3: nextState = sIDLE;
        sREGW: nextState = sIDLE;
        default: nextState = sIDLE;
    endcase
end
reg [1:0] rRowSize, rColSize;
wire [1:0] rasCalc;
wire selectedSlot, selectedBank;
wire [3:0] memSize;
wire [3:0] rasCalcExpn, casCalcExpn;
wire [11:0] memAddrRow, memAddrCol;
always_comb begin
    rasCalc[0] = selectedSlot;
    rasCalc[1] = selectedBank;
    memSize[1:0] = rColSize;
    memSize[3:2] = rRowSize;
    case(memSize)
        0: selectedSlot = cpuAddr[20];
        1: selectedSlot = cpuAddr[21];
        2: selectedSlot = cpuAddr[22];
        3: selectedSlot = cpuAddr[23];
        4: selectedSlot = cpuAddr[21];
        5: selectedSlot = cpuAddr[22];
        6: selectedSlot = cpuAddr[23];
        7: selectedSlot = cpuAddr[24];
        8: selectedSlot = cpuAddr[22];
        9: selectedSlot = cpuAddr[23];
        10: selectedSlot = cpuAddr[24];
        11: selectedSlot = cpuAddr[25];
        12: selectedSlot = cpuAddr[23];
        13: selectedSlot = cpuAddr[24];
        14: selectedSlot = cpuAddr[25];
        15: selectedSlot = cpuAddr[26];
    endcase
    case(memSize)
        0: selectedBank = cpuAddr[21];
        1: selectedBank = cpuAddr[22];
        2: selectedBank = cpuAddr[23];
        3: selectedBank = cpuAddr[24];
        4: selectedBank = cpuAddr[22];
        5: selectedBank = cpuAddr[23];
        6: selectedBank = cpuAddr[24];
        7: selectedBank = cpuAddr[25];
        8: selectedBank = cpuAddr[23];
        9: selectedBank = cpuAddr[24];
        10: selectedBank = cpuAddr[25];
        11: selectedBank = cpuAddr[26];
        12: selectedBank = cpuAddr[24];
        13: selectedBank = cpuAddr[25];
        14: selectedBank = cpuAddr[26];
        15: selectedBank = cpuAddr[27];
    endcase
    case(rasCalc)
        0: rasCalcExpn = 4'b1110;
        1: rasCalcExpn = 4'b1011;
        2: rasCalcExpn = 4'b1101;
        3: rasCalcExpn = 4'b0111;
    endcase
    memAddrCol = cpuAddr[13:2];
    case(rColSize)
        0: memAddrRow = cpuAddr[22:11];
        1: memAddrRow = cpuAddr[23:12];
        2: memAddrRow = cpuAddr[24:13];
        3: memAddrRow = cpuAddr[25:14];
    endcase
end
bus030selects modCAScalc
(
    .cpuAddr (cpuAddr[1:0]),
    .cpuSIZ  (cpuSIZ),
    .cpuRWn  (cpuRWn),
    .byteSELn(casCalcExpn),
    .wordSELn()
);
reg [8:0] refreshTimer;
reg refreshCall, refreshAck;
always @(posedge sysClk, negedge sysRESETn) begin
    if(!sysRESETn) begin
        refreshTimer <= 0;
        refreshCall <= 0;
    end else if(refreshTimer >= 9'h186) begin    
        refreshCall <= 1;
        refreshTimer <= 0;
    end else begin
        refreshTimer = refreshTimer + 9'h001;
        if(refreshAck) refreshCall <= 0;
    end
end
always @(negedge sysClk, negedge sysRESETn) begin
    if(!sysRESETn) begin
        refreshAck <= 0;
    end else begin
        if(nextState == sRFH0) begin
            refreshAck <= 1;
        end else begin
            refreshAck <= 0;
        end
    end
end
always @(posedge sysClk, negedge sysRESETn) begin
    if(!sysRESETn) begin
        rRowSize <= 2'h2;
        rColSize <= 2'h2;
    end else begin
        if(timingState == sREGW) begin
            rRowSize <= cpuAddr[11:10];
            rColSize <= cpuAddr[9:8];
        end
    end
end
reg[1:0] burstAddr;
always @(posedge sysClk, negedge sysRESETn) begin
    if(!sysRESETn) begin
        burstAddr <= 0;
    end else begin
        if(timingState == sIDLE & !cpuASn) begin
            burstAddr <= cpuAddr[3:2];
        end else if(timingState == sCOL1) begin
            burstAddr <= burstAddr + 2'h1;
        end
    end
end
wire [11:0] nextMemAddr;
always_comb begin
    case(nextState)
    sROW0: begin
        nextMemAddr <= memAddrRow;
    end
    sCOL0, sCOL1, sBRST, sBEND: begin
        nextMemAddr[11:2] <= memAddrCol[11:2];
        nextMemAddr[1:0] <= burstAddr;
    end
    default:
        nextMemAddr <= 0;
    endcase
end
always @(negedge sysClk, negedge sysRESETn) begin
    if(!sysRESETn) begin
        memAddr <= 0;
    end else begin
        memAddr <= nextMemAddr;
    end
end
always @(negedge sysClk, negedge sysRESETn) begin
    if(!sysRESETn) begin
        memRASn <= 4'b1111;
    end else begin
        case(nextState)
            sROW0, sCOL0, sCOL1, sBRST, sBEND: begin
                memRASn <= rasCalcExpn;
            end
            sRFH1, sRFH2, sRFH3: begin
                memRASn <= 4'b0000;
            end
            default: begin
                memRASn <= 4'b1111;
            end
        endcase
    end
end
always @(negedge sysClk, negedge sysRESETn) begin
    if(!sysRESETn) begin
        memCASn <= 4'b1111;
    end else begin
        case(nextState)
            sCOL0, sCOL1, sBEND: begin
                memCASn <= casCalcExpn;
            end
            sRFH0, sRFH1, sRFH2: begin
                memCASn <= 4'b0000;
            end
            default: begin
                memCASn <= 4'b1111;
            end
        endcase
    end
end
always @(negedge sysClk, negedge sysRESETn) begin
    if(!sysRESETn) begin
        cpuCBACKn <= 1;
    end else begin
        case(nextState)
            sROW0, sCOL0, sCOL1, sBRST, sBEND: begin
                if(!cpuCBREQn) cpuCBACKn <= 0;
                else cpuCBACKn <= 1;
            end
            default: cpuCBACKn <= 1;
        endcase
    end
end
always @(negedge sysClk, negedge sysRESETn) begin
    if(!sysRESETn) begin
        ramACKn <= 1;
    end else begin
        case(nextState)
            sCOL1, sBEND, sREGW: ramACKn <= 0;
            default: ramACKn <= 1;
        endcase
    end
end
always @(negedge sysClk, negedge sysRESETn) begin
    if(!sysRESETn) begin
        memWEn = 1;
    end else begin
        case(nextState)
            sROW0, sCOL0, sCOL1, sBRST, sBEND: begin
                if(cpuRWn) memWEn <= 1;
                else memWEn <= 0;
            end
            default: memWEn <= 1;
        endcase
    end
end
endmodule
==> /design/flow/run.sh <==
#!/bin/bash
# OpenROAD 26Q1-2900-gdf79404cd8, Yosys 0.63+post, stock flow scripts
make -C /OpenROAD-flow-scripts/flow DESIGN_CONFIG=/design/flow/config.mk WORK_HOME=/design/flow/orfs finish
==> /design/flow/config.mk <==
export PLATFORM = sky130hd
export DESIGN_NAME = dramCtrl
export DESIGN_NICKNAME = dramCtrl
export VERILOG_FILES = /design/flow/design.v
export SDC_FILE = /design/flow/constraint.sdc
export NUM_CORES = 4
export LEC_CHECK = 1
export CORE_UTILIZATION = 50
==> /design/flow/constraint.sdc <==
current_design dramCtrl

set clk_period 5.1
set clk_io_pct 0.2

create_clock -name clk0 -period $clk_period [get_ports {sysClk}]

set non_clock_inputs [all_inputs -no_clocks]
set_input_delay [expr $clk_period * $clk_io_pct] -clock clk0 $non_clock_inputs
set_output_delay [expr $clk_period * $clk_io_pct] -clock clk0 [all_outputs]
==> datasheet_impl.txt <==
Physical design parameters

Parameter                              Value

Status
  Run status    complete, no violations

Job
  Count of warning messages emitted by the tools    40
  Number of violations of the max-capacitance limit    0

Clocking
  Number of buffers added by the clock tree synthesis step    5
  Clock Sink Count    51
  H-tree lvl count    2
  Clock-pin transition on the worst setup and hold timing paths    0.06 ns
  Hold-fix buffers, CTS    0
  CTS tree    done
  Worst-case clock buffer depth    2
  Clock latency at the later pin of the worst-skew pair    0.37 ns
  Cell at the root of the clock tree    clkbuf_8

Worst setup path
  Worst path cell trace    buf_2 -> or3b_4 -> or3_4 -> and2_4 -> and3_4 -> and2_4 -> a32o_1
  Largest incremental delay on the critical path    0.40 ns
  CP endpoint kind    register
  Category of the critical setup timing path    input pin to register
  Buffering stage count on the worst path with inverters included    1
  Crit path max fanout    6
  Worst endpoint data arrival time    2.64 ns
  Required time at the worst-slack endpoint    2.70 ns
  Cell mode on critical path    and2_4
  Crit path launch type    input pin
  CP top delay family    simple AND/OR/NAND/NOR gates
  Critical Path Slowest Stage Cell    or3_4

STA
  Pins over their slew limit    0
  Final hold viol count    0
  Final worst slack    0.0575 ns
  Pin slew with the least headroom to its limit    0.788 ns
  Rel. slew slack    0.474
  Final setup violation count    0
  Final clock skew    0.0702 ns
  Accumulated negative setup slack    0 ns
  Unrepaired setup endpoints after global routing    false

Floorplan
  Die x size    75.2 um
  Ports placed on the boundary    61
  Die Ht    75.2 um
  Effective utilization at floorplan    0.522
  Total die area    0.00566 mm^2
  Cell Rows    26
  Core ar.    0.00514 mm^2

Min path
  Type of the most critical hold path    register to register

Placed design
  Worst slack after detailed placement    -0.518 ns
  Global placement routability congestion    0.882
  HPWL after detailed placement    4120 um
  Quantity of I/O buffers inserted on ports    60

Synth
  Number of synthesized flops with an enable pin    0
  Number of cell instances after yosys synthesis    261
  Mean instance size in the synthesized netlist    10.3 um^2
  Distinct cell type count after synthesis    58
  Most popular library cell in the synthesized design by count    dfrtn_1
  Synthesized area    0.00268 mm^2
  Library cell occupying the most area in the post-synthesis netlist    dfrtn_1
  Main area contributors    dfrtn_1 (21%), dfstp_2 (14%), dfrtp_1 (13%), mux2_2 (4.2%), a21oi_1 (3.7%)
  Post-Synthesis Cells    261
  Most common library cells after synthesis    dfrtn_1 (23), nand2_1 (21), nor2_1 (21), a21oi_1 (20)
  Yosys-reported design area after synthesis    0.00268 mm^2
  Yosys Warn Count    61
  Register bit total from synthesis    51
  Share of flip-flops with an asynchronous set or reset after synthesis    1.00
  Top-area cell share    0.215
  Part of the Yosys area used for sequential elements    0.482
  Most frequently used flop master after synthesis    dfrtn_1

Cells and area
  Area added between synthesis and finish    38.9%
  Share of post-route cells with drive strength above 1    0.225
  Layout fillers    384

Drt
  Antenna diode count    0
  Number of detailed-route iterations in the first pass    4
  Total DRC errors in the routed layout    0
  Vias/cell    5.31
  Mean routed wirelength per cell    13.4 um
  Via total after detailed routing    2284
  DRC marker count from the first detailed-route iteration    108
  Number of routed nets with antenna violations    0
  Final wirelength    5770 um

Global routing
  Pin count of the biggest net entering global routing    37
  Number of global-route vias before repair    2050
  Wire length of the first global-routing pass    9300 um
  GRT overflow    0
  Number of antenna violations at the first check in global routing    0
  Global Route Usage Sum    0.222

Power
  IR Drop Worst-Case VDD    0.151 mV
  Static power due to leakage    1.64 nW
  Power density relative to cell area    207 mW/mm^2
-- stage by stage --
| step | utilization | hold WS, ns | std cells | power [W] | area [um^2] |
|---|---|---|---|---|---|
| after CTS | 0.721 | 0.325 | 430 | 0.000781 | 3710 |
| after floorplan | - | 0.314 | 261 | 0.000444 | 2690 |
| after global routing | 0.725 | 0.332 | 430 | 0.000816 | 3720 |
| after detailed placement | 0.690 | 0.320 | 409 | 0.000497 | 3550 |
| after global placement | 0.690 | 0.320 | 409 | 0.000497 | 3550 |
| final | 0.725 | 0.322 | 430 | 0.000770 | 3720 |
-- where the power goes --
| group | internal (W) | switching (W) |
|---|---|---|
| logic | 0.0000399 | 0.0000277 |
| registers | 0.000406 | 0 |
| clock network | 0.000140 | 0.000157 |
| total | 0.000586 | 0.000184 |
-- worst register-to-register path: stages (launching register included) --
cell,delay (ns)
dfrtp_1,0.41
or3b_4,0.38
or3_4,0.40
and2_4,0.15
and3_4,0.15
and2_4,0.16
a32o_1,0.25
-- layout make-up --
cell class,instances,area (um^2),share of cell area
Clock buffer,7,97.6,0.0262
Tap cell,70,87.6,0.0235
Timing Repair Buffer,90,831,0.223
Inverter,5,18.8,0.00504
Sequential cell,51,1290,0.347
Multi-Input combinational cell,194,1340,0.360
Clock inverter,13,53.8,0.0144
-- sequential cells by signal, indices dropped and copies added (netlist names), 2 cells and up --
register      count
rColSize          2
burstAddr         2
rRowSize          2
refreshTimer      9
memAddr          12
memCASn           4
memRASn           4
timingState      11
-- cell families (layout without fill, tap and decap cells) --
group                    count (synthesis)  after routing  share of synthesized area
AND/OR/NAND/NOR                         90             91                      0.185
flip-flops                              51             51                      0.482
XOR/XNOR                                10             10                     0.0326
adder cells (fa/ha/maj)                  3              3                     0.0131
AND-OR/OR-AND                           70             70                      0.175
buffers and inverters                   17            115                     0.0275
multiplexers                            20             20                     0.0840
-- path summary, 6_finish.rpt --
| check | end | cells after the start | start | slack (ns) |
|---|---|---|---|---|
| hold reg to reg | timingState[3]$_DFF_NN0_ | 0 | timingState[6]$_DFF_NN0_ | 0.32 |
| min in group asynchronous | refreshCall$_DFFE_PN0P_ | 1 | sysRESETn | 0.79 |
| max in group asynchronous | memAddr[10]$_DFF_NN0_ | 2 | sysRESETn | 1.24 |
| setup / recovery | memAddr[10]$_DFF_NN0_ | 7 | ramCEn | 0.06 |
| hold / removal | timingState[3]$_DFF_NN0_ | 0 | timingState[6]$_DFF_NN0_ | 0.32 |
| setup reg to reg | memAddr[10]$_DFF_NN0_ | 6 | refreshCall$_DFFE_PN0P_ | 0.48 |
-- timing repair --
action	in CTS	in global routing
setup endpoints to repair	16	17
hold endpoints to repair	0	0
setup buffers	1	0
cloned	1	0
resized	5	4
pin swaps	6	1
-- layer usage --
| layer | vias to the layer above | GRT usage | routed length (um) | part of all wire |
|---|---|---|---|---|
| met1 | 1079 | 0.360 | 2810 | 0.49 |
| met5 | - | 0 | 0 | 0 |
| met4 | 0 | 0.0247 | 75 | 0.013 |
| li1 | 1147 | - | - | - |
| met3 | 9 | 0.0339 | 295 | 0.051 |
| met2 | 49 | 0.343 | 2590 | 0.45 |
-- layout by cell type, fill, tap and decap left out, types with 3 or more instances in the layout --
cell / netlist / final
a31oi_1: 3 / 3
dfstp_2: 14 / 14
and2_1: 3 / 3
a21oi_1: 20 / 20
xor2_1: 6 / 6
clkdlybuf4s50_1: 0 / 57
and2_4: 2 / 3
nor2_1: 21 / 20
inv_1: 6 / 17
a22o_1: 8 / 8
nand2b_1: 4 / 4
nor4_1: 4 / 3
a32o_1: 4 / 4
o21bai_1: 4 / 4
dfrtp_1: 14 / 14
xnor2_1: 4 / 3
and3_1: 3 / 3
o21ai_0: 13 / 13
nor2b_1: 6 / 6
dfrtn_1: 23 / 23
clkbuf_8: 0 / 5
nand2_1: 21 / 21
buf_4: 0 / 29
o22ai_1: 3 / 3
mux2_2: 10 / 10
nand3_1: 8 / 8
mux2i_1: 9 / 9
Power and IR drop assume default switching activity.
